$ cat ./design.v
module adc_final(
	input wire clock,
	input reset_sw,
	input on_off_sw,
	input state2_sw,
	input state3_sw,
	input state4_sw,
	input state5_sw,
	input btnadd,
	input btnsub,
	output reg led,
	output wire [6:0] HEX0, HEX1, HEX3,
	output wire [7:0] HEX2);
	localparam A = 0, B = 1, C = 2, D = 3, E = 4;
	reg [3:0] next_state, present_state;
	reg [3:0] seg_reg0, seg_reg1, seg_reg2, seg_reg3;
	reg [5:0] seconds;
	reg [5:0] minutes;
	wire [3:0] sec_units, sec_tens, min_units, min_tens;
	reg [5:0] input_time;
	reg [5:0] set_seconds;
	reg [5:0] set_minutes;
	wire [3:0] set_sec_units, set_sec_tens, set_min_units, set_min_tens;
	reg [9:0] input_temp = 10'd300;
	wire [3:0] temp_unit, temp_tens, temp_cien; 
	reg [9:0] oven_temp = 10'b0;
	reg [9:0] oven_temp_set = 10'b0;
	off_clock time_clk (clock, new_clock);	
	always @(posedge new_clock) begin
		seconds <= seconds + 1;
		if (seconds > 59) begin
		minutes <= minutes + 1;
		seconds <= 0;
		end
	end
    assign sec_units = seconds % 10;
    assign sec_tens  = seconds / 10;
    assign min_units = minutes % 10;
    assign min_tens  = minutes / 10;
	 assign temp_units = (oven_temp / 100) % 10; 
    assign temp_tens = (oven_temp / 10) % 10;  
    assign temp_cien  = oven_temp % 10; 
    reg [9:0] upper_threshold;
    reg [9:0] lower_threshold;
    always @(*) begin
        upper_threshold = input_temp + 4;
        lower_threshold = input_temp - 4;
    end
    always @(posedge new_clock) begin
        set_seconds <= set_seconds - 1;
		  if (state5_sw==0)begin
			  if (btnadd==0) begin
			  set_minutes <= set_minutes + 1;
			  end 
			  if (btnsub==0) begin
			  set_minutes <= set_minutes - 1;
			  end 
			  if (set_seconds ==0) begin
			  set_minutes <= set_minutes - 1;
			  set_seconds <= 59;
			  end
			  if ((set_seconds ==0)&&(set_minutes ==0))
				led=1;
			end
			if (state5_sw==1)begin
				if(btnadd==0) begin
					oven_temp_set <= oven_temp_set + 50;
				end 
				if (btnsub==0) begin
					oven_temp_set <= oven_temp_set - 50;
				end 
		end 	
    end
	 assign set_sec_units = set_seconds % 10;
    assign set_sec_tens  = set_seconds / 10;
    assign set_min_units = set_minutes % 10;
    assign set_min_tens  = set_minutes / 10;
	 always @(posedge new_clock) begin
			if (on_off_sw == 1) begin	
				 oven_temp <= oven_temp + 2;          
			end 
			else if (on_off_sw == 0) begin  
				 oven_temp <= oven_temp - 1;          
			end 
			else begin
				 oven_temp <= oven_temp;              
			end
		end
	always @(posedge new_clock) begin
		 if (minutes != input_time) begin  
			  if (on_off_sw == 1) begin
					if (oven_temp >= upper_threshold) begin  
						 oven_temp <= oven_temp - 2;
					end 
					else if (oven_temp <= lower_threshold) begin  
						 oven_temp <= oven_temp + 2;
					end 
					else begin
						 oven_temp <= oven_temp;  
					end
			  end
			  else if (on_off_sw == 0) begin
				oven_temp <= oven_temp - 1;
			  end
		 end
	end
always @ (*) begin
    case (present_state)
        A: begin
            if (on_off_sw == 1) 
                next_state = B;
            else 
                next_state = A;
        end
        B: begin
            if (on_off_sw == 1 && state2_sw == 1)   
                next_state = C;
            else if (on_off_sw == 0)
               next_state = A;
            else
                next_state = B;
        end
        C: begin 
            if (on_off_sw == 1 && state3_sw == 1) 
                next_state = D; 
            else if (on_off_sw == 0)
                next_state = A;
            else
                next_state = C;
        end
        D: begin 
            if (on_off_sw == 1 && oven_temp >= input_temp) 
                next_state = E;
            else
                next_state = D;
					 end
        E: begin 
            if (on_off_sw == 0) 
                next_state = B;
            else if (on_off_sw == 1 && minutes != input_time)
                next_state = D;
					 else 
					 next_state = E;
        end
        default: next_state = A;
    endcase
end
	always @(posedge clock or posedge reset_sw) begin
		 if (reset_sw) begin
			  present_state <= A;
		 end else begin
			  present_state <= next_state;
		 end
	end
    always @ (*) begin
        case (present_state)
            A: begin 
                seg_reg0 = sec_units;
                seg_reg1 = sec_tens;
                seg_reg2 = min_units;
                seg_reg3 = min_tens;
            end
            B: begin 
                seg_reg2 = set_min_units;
                seg_reg3 = set_min_tens;
                seg_reg0 = 4'b0000;  
                seg_reg1 = 4'b0000;  
            end
				C: begin 
					seg_reg0 = temp_cien;  
               seg_reg1 = temp_tens;  
               seg_reg2 = temp_unit;
               seg_reg3 = 4'b0000;
				end
				D: begin 
					seg_reg0 = temp_cien;  
               seg_reg1 = temp_tens;  
               seg_reg2 = temp_unit;
               seg_reg3 = 4'b0000;
				end
				E: begin 
					seg_reg0 = temp_cien;  
               seg_reg1 = temp_tens;  
               seg_reg2 = temp_unit;
               seg_reg3 = 4'b0000;
				end
        endcase
    end
    sevseg seg0 (seg_reg0, HEX0); 
    sevseg seg1 (seg_reg1, HEX1);   
    sevseg seg2 (seg_reg2, HEX2);  
    sevseg seg3 (seg_reg3, HEX3);
endmodule
module off_clock(
input clock, 
output reg new_clock);
parameter MAX_COUNT = 25000000;
reg [24:0] count = 0;
    always @ (posedge clock) begin
        if (count < MAX_COUNT) begin
            count <= count + 1;
        end
        else begin
            count <= 0;
            new_clock = ~new_clock;
        end
    end
endmodule
module sevseg (number,s);
		input [5:0] number;
		output wire [6:0] s;
		reg [6:0] seg;
		assign s = seg;
		always @(*) begin
		  case(number)
				4'b0000: seg = 7'b1000000; 
				4'b0001: seg = 7'b1111001; 
				4'b0010: seg = 7'b0100100;
				4'b0011: seg = 7'b0110000; 
				4'b0100: seg = 7'b0011001; 
				4'b0101: seg = 7'b0010010; 
				4'b0110: seg = 7'b0000010; 
				4'b0111: seg = 7'b1111000; 
				4'b1000: seg = 7'b0000000; 
				4'b1001: seg = 7'b0010000;
				default: seg = 7'b1111111; 
			  endcase
		 end
	endmodule
$ cat ./run.sh
#!/bin/bash
# OpenROAD 26Q1-2900-gdf79404cd8, Yosys 0.63+post, stock flow scripts
make -C /OpenROAD-flow-scripts/flow DESIGN_CONFIG=/design/flow/config.mk WORK_HOME=/design/flow/orfs finish
$ cat ./config.mk
export PLATFORM = sky130hd
export DESIGN_NAME = adc_final
export DESIGN_NICKNAME = adc_final
export VERILOG_FILES = /design/flow/design.v
export SDC_FILE = /design/flow/constraint.sdc
export NUM_CORES = 4
export LEC_CHECK = 1
export CORE_UTILIZATION = 30
$ cat ./constraint.sdc
current_design adc_final

set clk_period 2.9
set clk_io_pct 0.2

create_clock -name clk0 -period $clk_period [get_ports {clock}]

set non_clock_inputs [all_inputs -no_clocks]
set_input_delay [expr $clk_period * $clk_io_pct] -clock clk0 $non_clock_inputs
set_output_delay [expr $clk_period * $clk_io_pct] -clock clk0 [all_outputs]
==> results.yml <==
# synthesis and place-and-route metrics
logic_synthesis:
  ys.flops: 69
  syn_area_mm2: 0.00461
  synth_cell_types: 70
  synthArstFlopShare_pct: 7.25
  area_leaders: "dfxtp_1 (16%), ha_1 (11%), edfxtp_1 (8.5%), nor2_1 (6.6%), dlxtn_1 (4.6%)"
  synthCells: 580
  yosysTopAreaCell: "dfxtp_1"
  avgSynthCellArea_um2: 7.96
  top_area_share_pct: 16.1
  synth_top_flop_cell: "dfxtp_1"
  edf_count: 13
  yosysWarnings: 40
  ys_cells: 580
  yosys_area_mm2: 0.00461
worst_hold_path:
  hold_path.class: "flip-flop to flip-flop"
  hold_depth: 1
  min_from: "time_clk.count[0]"
  worstHoldEndpoint: "time_clk.count[0]"
drt:
  wl_um: 9570
  avgViaCountPerCell: 5.02
  drt_iter0_drc: 220
  vias: 3953
  wl_per_cell_um: 12.2
  first_pass_iters: 5
  drc_errors: 0
  n_antenna_cell: 0
  ant_nets: 0
clocking:
  clk_latency_ns: 0.27
  cts_buffers: 5
  cts_max_path_buffers: 2
  cts_resized: 0
  post_cts_buffers: 0
  clockRootBuffer: "clkbuf_16"
  cts_hold_buf: 0
  cts_tree: "done"
  path_clk_slew_ns: 0.05
  cts_htree_levels: 2
worst_setup_path:
  r2r_start: "time_clk.count[3]"
  r2r-end: "time_clk.count[22]"
  reg2reg_slack_ns: 0.83
  cp.arrival_ns: 2.27
  path_max_fanout: 5
  cp-start-kind: "flip-flop"
  crit_type: "flip-flop to flip-flop"
  r2r_cells: 6
  worstPathRequired_ns: 3.10
  endpoint_kind: "flip-flop"
final_layout:
  utilization_pct: 35.9
  flop_area_mm2: 0.00147
  stdcell_count: 787
  num-fill-cells: 1484
  final-comb-area_mm2: 0.00287
  area_growth_pct: 14.7
  drive_gt1_share_pct: 5.31
power:
  p_total_mw: 1.36
  power.density_mw_per_mm2: 257
  peakVddDrop_v: 0.000430
  p_leak_nw: 2.12
grt:
  antenna_found_initial: 0
  grt_pass1_wl_um: 16400
  grt_overflow: 0
  grt_max_degree: 30
  track_usage_pct: 12.4
  grt_pass1_vias: 3507
sta:
  maxSlewViolCount: 0
  finalHoldViolCount: 0
  rsz0062_at_grt: "false"
  fin_tns_setup_ns: 0
  fin_worst_skew_ns: 0.00629
  unclocked_regs: 38
  finalCritPeriodShare_pct: 71.3
  tightest_slew_ns: 0.765
  max_freq_mhz: 484
  holdWs_ns: 0.457
  setup_violations: 0
  untimed_endpoints: 78
  period_needed_ns: 2.07
  slew_headroom_pct: 48.9
place:
  gp_congestion: 0.880
  io_buffers: 35
  dpl.cell_count: 779
  place_hpwl_um: 7480
floorplanning:
  die_area_mm2: 0.0159
  rows: 44
  fp.dieH_um: 126
  ios: 39
  fp.coreArea_mm2: 0.0148
  die_x_um: 126
  fp_util_pct: 31.3
flow_run:
  max_cap_viol_count: 0
  warning_count: 52
run_status:
  status: "completed"
state kept, by name (all words and copies together) (netlist names), 4 cells and up:
signal / count
set_minutes: 6
minutes: 6
seg_reg2: 4
time_clk.count: 25
seg_reg0: 4
set_seconds: 6
present_state: 5
seconds: 6
per-layer routing:
metal	global-route usage [%]	vias up	part of all wire, %
li1	-	2060	-
met1	20.3	1804	54
met2	18.7	80	41
met3	0.823	9	3.7
met4	1.84	0	1.5
met5	0	-	0
worst max-delay path: stages, from the launching register on:
cell and delay [ns]:
dfxtp_1 0.39, and4_1 0.27, nand4_1 0.17, nor4_1 0.46
nand3_1 0.23, or3_1 0.35, a21oi_1 0.14
final cells by class:
type | count | share of cell area [%]
multi-input cells | 440 | 54.2
flip-flops and latches | 69 | 27.7
repair buffers | 39 | 7.19
well taps | 184 | 4.35
inverters | 47 | 3.33
clock buffers | 7 | 3.10
clock inverters | 1 | 0.0945
cell families after synthesis:
| kind of cell | synth area share, % |
|---|---|
| buffers and inverters | 5.99 |
| XOR/XNOR | 7.21 |
| AND/OR/NAND/NOR | 21.9 |
| flip-flops | 27.3 |
| adder cells (fa/ha/maj) | 11.4 |
| other | 0.163 |
| latches | 4.56 |
| multiplexers | 1.33 |
| AND-OR/OR-AND | 20.3 |
cells in the mapped netlist, types with 6 or more instances:
master,instances
a21oi_1,31
nor2_1,81
inv_1,46
xnor2_1,22
edfxtp_1,13
ha_1,42
xor2_1,16
a31oi_1,7
dfxtp_1,37
nand2_1,46
and2_1,9
clkbuf_1,18
nand3_1,20
or2_2,6
dlxtn_1,14
nor3_1,10
o21ai_0,36
nand4_1,9
layout by cell type (no fill, tap or decap), types with 5 or more instances in the layout:
master	instances
nor2_1	81
or2_2	6
o21ai_0	36
nand4_1	9
nand3_1	20
a22oi_1	5
edfxtp_1	13
a21oi_1	31
and2_1	9
a31oi_1	7
nor2b_1	5
ha_1	42
o22ai_1	5
nor3_1	10
xnor2_1	22
dlxtn_1	14
clkdlybuf4s50_1	35
inv_1	46
xor2_1	16
mux2i_1	5
nand2b_1	5
nor4_1	5
dfxtp_1	37
a211oi_1	5
nand2_1	46
clkbuf_16	6
where the power goes:
group / total [mW] / switching (mW) / internal [mW]
clock: 0.568 / 0.177 / 0.391
combinational: 0.313 / 0.179 / 0.134
sequential: 0.479 / 0.0130 / 0.466
stage by stage:
step / setup slack (ns) / area [um2]
5_1_grt: 0.552 / 5290
4_1_cts: 0.813 / 5290
6_report: 0.833 / 5290
3_5_place_dp: 0.831 / 5120
2_1_floorplan: 1.08 / 4610
3_3_place_gp: 0.830 / 5120
how the worst max path moves through the flow:
stage                              from                  to  slack [ns]  cells past startpoint
after CTS             time_clk.count[3]  time_clk.count[22]        0.81                      6
after global routing  time_clk.count[3]  time_clk.count[22]        0.55                      6
final                 time_clk.count[3]  time_clk.count[22]        0.83                      6
Power and IR drop assume default switching activity.
