==> design.v <==
module heating_up (
input wire [9:0] input_temp,
input wire clock, 
input wire heat,
output reg [9:0] oven_temp);
	 always @(posedge clock) begin
		if (oven_temp <= input_temp)begin
			if (heat == 1) begin	
						 oven_temp <= oven_temp + 2;          
					end 
					else if (heat == 0) begin  
						 oven_temp <= oven_temp - 1;          
					end 
					else begin
						 oven_temp <= oven_temp;              
					end
				end
			end
endmodule 
==> run.sh <==
#!/bin/bash
# OpenROAD 26Q1-2900-gdf79404cd8, Yosys 0.63+post, stock flow scripts
make -C /OpenROAD-flow-scripts/flow DESIGN_CONFIG=/design/flow/config.mk WORK_HOME=/design/flow/orfs finish
==> config.mk <==
export PLATFORM = sky130hd
export DESIGN_NAME = heating_up
export DESIGN_NICKNAME = heating_up
export VERILOG_FILES = /design/flow/design.v
export SDC_FILE = /design/flow/constraint.sdc
export NUM_CORES = 4
export LEC_CHECK = 1
export CORE_AREA = 10 10 84 84
export DIE_AREA = 0 0 94 94
==> constraint.sdc <==
current_design heating_up

set clk_period 2.9
set clk_io_pct 0.2

create_clock -name clk0 -period $clk_period [get_ports {clock}]

set non_clock_inputs [all_inputs -no_clocks]
set_input_delay [expr $clk_period * $clk_io_pct] -clock clk0 $non_clock_inputs
set_output_delay [expr $clk_period * $clk_io_pct] -clock clk0 [all_outputs]
==> impl_metrics.tcl <==
# collected from the flow reports
set metrics [dict create \
    outcome "finished, final reports clean" \
    internal-power_mw 0.714 \
    synth.comb.largest_family "adder cells" \
    worstSetupEndpointType "flop" \
    drt_first_pass_iters 4 \
    synth-simple-area-share 0.166 \
    hold_viol_final 0 \
    floorplan.io_pins 22 \
    netlist-cell-type-count 24 \
    power.sequential.fraction 0.386 \
    slew_violations 0 \
    ys_cells 92 \
    design.core.area_um2 5200 \
    ys_dominant_reg_cell "edfxtp_1" \
    met3WireLength_um 210 \
    holdCritPathClass "flop to flop" \
    route.met2.wl_um 860 \
    grt_util_all_layers 0.0486 \
    worst-setup-path-type "input pin to flop" \
    top_layer_used "met4" \
    worst_path_largest_cell_delay_ns 0.46 \
    synth.yosys.seq_area_share 0.344 \
    cts_setup_buffers 0 \
    worst-endpoint-arrival_ns 2.29 \
    largest_register "oven_temp" \
    crit_path_cell_trace "clkdlybuf4s50_1 -> inv_1 -> ha_1 -> nand4_1 -> o311ai_0 -> o21ai_0 -> buf_4" \
    postSynthAreaPerCell_um2 9.49 \
    vias_in_the_first_global_route 741 \
    number_of_placed_cells_counting_well_taps 184 \
    final_layout_size_suffix_gt1_frac 0.102 \
    flip_flop_and_latch_count_after_synthesis 10 \
    synthXorXnorAreaFrac 0.0802 \
    yosysTopAreaCell "edfxtp_1" \
    route.detailed.drc 0 \
    netlist_instances 92 \
    enable_flop_cells 10 \
    cts-root-to-sink-buffers 2 \
    clock.latency.late_pin_ns 0.23 \
    synth.cell_area_um2 873 \
    tritoncts_buffer_count 3 \
    overflow 0 \
    grt_start_max_net_pins 15 \
    initial_antenna_violation_count 0 \
    critical_path.top_delay_family "buffers and inverters" \
    fillers 555 \
    logic_area_um2 517 \
    synthTopCellsByCount "ha_1 (14), inv_1 (14), nand2_1 (11)" \
    hold_slack_ns 0.642 \
    clock_pin_slew_on_the_worst_setup_and_hold_paths_ns 0.05 \
    via_count 710 \
    area_growth_pct 40.5 \
    post_synth_area_from_yosys_stat_um2 873 \
    diodes 0 \
    chipHeight_um 94 \
    power.switching_mw 0.451 \
    dp_hpwl_mm 1.67 \
    vdd.ir_drop.worst_mv 0.286 \
    worst_ep_required_time_ns 2.89 \
    critical_path.startpoint_type "input pin" \
    drt-met1-wl_mm 1.03 \
    largest_register_ffs 10 \
    slew_headroom 0.713 \
    worstPathMaxFanout 9 \
    die_area_um2 8840 \
    cts_hold_repair.buffers 0 \
    netSwitchingFraction 0.388 \
    ys_sh_mux 0.0115 \
    power_density_nw_per_um2 949 \
    cp_slowest_cell "o311ai_0" \
    drt-wirelength-per-cell_um 11.3 \
    cts-root-buf "clkbuf_8" \
    biggestRegsByFlops "oven_temp: 10 flops" \
    die_x_um 94 \
    period_minus_slack_ns 2.30 \
    initCoreUtil 0.168 \
    number_of_h_tree_levels 1 \
    drt.antenna.violating_nets 0 \
    wl_mm 2.12 \
    drt_first_iter_violations 57 \
    port_buffers 21 \
    non_filler_cells_final 188 \
    top_cell_area_share 0.344 \
    tightest_slew_ns 0.425 \
    finalClockSkew_ns 0.000861 \
    share_clk_of_total_power 0.126 \
    clock_tree_from_tritoncts "built" \
    grt_setup_unrepaired "false" \
    std_cell_rows 26 \
    post_cts_resize_count 0 \
    post-route-period-util 0.792 \
    max_clock_freq_ghz 0.435 \
    first_pass_grt_wire_length_mm 3.47 \
    total_leakage_power_nw 0.522 \
    final-seq-area_um2 300 \
    final.setup.tns_ns 0 \
    critical_path_buf_inv_count 3 \
    clock_sinks 10 \
    ys_sh_adder 0.201 \
    setup_violations_final 0 \
    synth-async-reset-ratio 0 \
    yosys_warnings 1 \
    combPwrFrac 0.488 \
    gp_routability_congestion 0.774 \
    count_of_maximum_capacitance_violations 0 \
    detail_route.vias_per_cell 3.78 \
    top_cells_by_area "edfxtp_1 (34%), ha_1 (20%), inv_1 (6.0%)" \
    tool_warnings 27 \
    synthAoiAreaFrac 0.133 \
]
-- final timing paths --
path / start / to / slack [ns] / cells after the start
worst min register to register: oven_temp[9] / oven_temp[9] / 0.64 / 1
worst min-delay path: oven_temp[9] / oven_temp[9] / 0.64 / 1
worst max register to register: oven_temp[4] / oven_temp[3] / 0.88 / 5
worst max-delay path: input_temp[9] / oven_temp[3] / 0.60 / 7
-- cells in the final DEF, fill, tap and decap left out --
master,n
a21oi_1,4
a32o_1,1
a32oi_1,1
and3_1,1
and3_2,1
buf_4,2
clkbuf_8,3
clkdlybuf4s50_1,21
clkinv_1,1
edfxtp_1,10
ha_1,14
inv_1,14
mux2i_1,1
nand2_1,11
nand4_1,5
nor2_1,3
nor3_1,3
o21a_1,1
o21ai_0,4
o21ai_2,1
o22ai_1,2
o22ai_4,1
o311ai_0,1
or2_2,3
or4b_4,1
xnor2_1,2
xor2_1,6
-- stage by stage --
step | utilization | power (mW) | worst slack (ns) | area (um^2)
after detailed placement | 0.227 | 1.02 | 0.358 | 1180
after global routing | 0.236 | 1.29 | 0.397 | 1230
final | 0.236 | 1.17 | 0.602 | 1230
after global placement | 0.227 | 1.02 | 0.382 | 1180
after floorplan | - | 0.729 | 0.460 | 873
after CTS | 0.236 | 1.18 | 0.594 | 1230
-- cell type report --
class	instances	area share
multi-input cells	67	0.421
flip-flops and latches	10	0.245
repair buffers	23	0.183
well taps	70	0.0714
inverters	14	0.0428
clock buffers	3	0.0336
clock inverters	1	0.00306
-- kinds of logic (layout without fill, tap and decap cells) --
family,after synthesis,count (layout)
buffers and inverters,15,41
DFF,10,10
muxes,1,1
adders and majority gates,14,14
AOI/OAI and AO/OA,16,16
and+or+nand+nor,28,28
xor gates and xnor gates,8,8
-- power groups by stage --
stage         Combinational (mW)  Sequential (mW)  Clock, mW
CTS                        0.580            0.450      0.150
global route               0.660            0.466      0.160
finish                     0.569            0.449      0.147
-- per-layer routing --
layer  vias up  global-route usage
met3         2              0.0226
met4         0             0.00759
met2        21              0.0703
li1        379                   -
met1       308              0.0658
met5         -                   0
No activity file was given, so power comes from the tool's default toggle rates.
