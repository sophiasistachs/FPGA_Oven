**flow/config.mk**
```make
export PLATFORM = sky130hd
export DESIGN_NAME = display_min_sec
export DESIGN_NICKNAME = display_min_sec
export VERILOG_FILES = /design/flow/design.v
export SDC_FILE = /design/flow/constraint.sdc
export NUM_CORES = 4
export LEC_CHECK = 1
export CORE_AREA = 10 10 77 77
export DIE_AREA = 0 0 87 87
```
**flow/constraint.sdc**
```tcl
current_design display_min_sec

set clk_period 3.0
set clk_io_pct 0.2

create_clock -name clk0 -period $clk_period [get_ports {clock}]

set non_clock_inputs [all_inputs -no_clocks]
set_input_delay [expr $clk_period * $clk_io_pct] -clock clk0 $non_clock_inputs
set_output_delay [expr $clk_period * $clk_io_pct] -clock clk0 [all_outputs]
```
**flow/design.v**
```verilog
module display_min_sec (
input clock,
output wire [3:0] sec_units, sec_tens, min_units, min_tens);
	reg [5:0] seconds;
	reg [5:0] minutes;
	always @(posedge clock) begin
		seconds <= seconds + 1;
		if (seconds > 59) begin
		minutes <= minutes + 1;
		seconds <= 0;
		end
	end
    assign sec_units = seconds % 10;
    assign sec_tens  = seconds / 10;
    assign min_units = minutes % 10;
    assign min_tens  = minutes / 10;
	 endmodule
```
**flow/run.sh**
```bash
#!/bin/bash
# OpenROAD 26Q1-2900-gdf79404cd8, Yosys 0.63+post, stock flow scripts
make -C /OpenROAD-flow-scripts/flow DESIGN_CONFIG=/design/flow/config.mk WORK_HOME=/design/flow/orfs finish
```
==> results.sh <==
# physical design summary
export IMPL_worst_ep_arrival_time_ps=2460
export IMPL_status="complete, but fails checks"
export IMPL_synthesis_instances=180
export IMPL_io_buffers=14
export IMPL_hold_path_class="flip-flop to flip-flop"
export IMPL_detail_route_wirelength_um=3520
export IMPL_met3_usage=0.0226
export IMPL_syn_area_mm2=0.00146
export IMPL_compound_area_frac=0.259
export IMPL_synth_top_area_share=0.123
export IMPL_finalCritPeriodShare=1.02
export IMPL_power_density_mw_per_mm2=144
export IMPL_gr_usage_met2=0.148
export IMPL_grt_max_degree=13
export IMPL_clk_path_buf_depth=2
export IMPL_pin_count=17
export IMPL_slew_viol_final=0
export IMPL_max_freq_mhz=326
export IMPL_synth_flop_count=12
export IMPL_ys_top_logic_family="AND-OR/OR-AND gates"
export IMPL_final_util=0.500
export IMPL_place_inst=268
export IMPL_ys_area_mm2=0.00146
export IMPL_synth_avg_cell_area_um2=8.12
export IMPL_numClockSinks=12
export IMPL_yosysWarnings=1
export IMPL_ctsHtreeMaxLevel=1
export IMPL_clk_pin_slew_worst_paths_ps=50
export IMPL_crit_path_start_kind="flip-flop"
export IMPL_edf_count=6
export IMPL_finalHoldViolations=0
export IMPL_cp_required_ps=2400
export IMPL_async_flop_share=0
export IMPL_adder_share=0.118
export IMPL_xor_share=0.0668
export IMPL_tool_warnings=34
export IMPL_grt_pass1_vias=1377
export IMPL_die_y_um=87
export IMPL_finalClockSkew_ps=6.22
export IMPL_dr_pass1_iters=4
export IMPL_dieArea_mm2=0.00757
export IMPL_rsz0062_at_grt="true"
export IMPL_ys_sh_simple=0.235
export IMPL_cp_max_fo=3
export IMPL_clkLatencyLatePin_ps=240
export IMPL_endpoint_kind="output pin"
export IMPL_ctsHoldBuffers=0
export IMPL_synthDistinctLibCells=57
export IMPL_synth_main_ff_cell="edfxtp_1"
export IMPL_fp_util=0.336
export IMPL_crit_type="flip-flop to output pin"
export IMPL_area_delta_synth_final_pct=48.9
export IMPL_ys_seq_share=0.205
export IMPL_num_rows=24
export IMPL_ant_nets=0
export IMPL_met1_usage=0.143
export IMPL_cts_buffers=3
export IMPL_dp_hpwl_um=2500
export IMPL_n_antenna_cell=0
export IMPL_drv_cap=0
export IMPL_p_leak_uw=0.000898
export IMPL_gr_usage_all_layers=0.0968
export IMPL_die_x_um=87
export IMPL_synthMuxAreaShare=0.0137
export IMPL_cts_root_buf="clkbuf_8"
export IMPL_max_vdd_ir_drop_mv=0.199
export IMPL_stdcell_count=286
export IMPL_drt_iter0_markers=103
export IMPL_grt_most_used_layer="met2"
export IMPL_drc=0
export IMPL_min_period_ps=3060
export IMPL_core_area_mm2=0.00435
export IMPL_gr_total_overflow=0
export IMPL_cts_tree="built"
export IMPL_grt_antenna_before_repair=0
export IMPL_grt_pass1_wl_um=6330
export IMPL_slew_headroom=0.429
export IMPL_yosysTopAreaCell="edfxtp_1"
export IMPL_synthTopCellsByArea="edfxtp_1 12%, ha_1 11%, dfxtp_1 8.2%"
export IMPL_vias=1426
export IMPL_wl_per_cell_um=12.3
export IMPL_post_place_ws_ps=-286
export IMPL_layout_drive_gt1_share=0.432
export IMPL_setup_violations=3
export IMPL_yosys_stat_cells=180
export IMPL_gp_congestion=0.845
export IMPL_worst_slack_ps=-62.9
export IMPL_violations="negative setup slack"
export IMPL_viasPerCell=4.99
export IMPL_worst_pin_slew_ps=853
[logic make-up after synthesis]
group,Yosys count
mux,2
compound gates,49
other cells,1
simple gates,65
flops,12
buf+inv,28
xor+xnor,9
fa+ha+maj,14
[power by group]
part / total, uW / internal (uW) / switching [uW]
clock network: 143 / 89.8 / 53.7
logic: 0.110 / 0 / 0.110
registers: 171 / 171 / 0
[repair_timing]
action,CTS,global route
resized,40,25
endpoints found under the hold margin,0,0
buffers inserted,13,5
pin swaps,19,14
setup endpoints to repair,8,8
[flip-flops by register name (all words and copies together), names as in the netlist]
register and count:
seconds 6, minutes 6
[worst max-delay path, stage by stage (launching register included)]
cell and delay, ps:
edfxtp_1 400, nor2_2 160, inv_2 60, ha_4 260
buf_6 100, inv_4 30, a2111oi_4 350, a211oi_4 60
or2_4 270, buf_6 130, a221oi_2 220, a2bb2oi_2 70
buf_2 120
[metrics by stage]
step,area (um2),power [uW],setup TNS (ps),hold WS (ps)
finish,2180,314,-131,488
global route,2180,329,-551,550
CTS,2070,319,-272,493
detailed placement,1850,174,-821,482
global placement,1850,174,-713,477
floorplan,1470,176,0,453
[cells in the mapped netlist (3+ instances only)]
library cell and instances:
nand3_1 6, nand4_1 3, nor2b_1 4, a21oi_1 9, nand2b_1 3, buf_4 5, o211ai_1 3, dfxtp_1 6
o21ai_1 4, nand2_1 12, nor3_1 6, xnor2_1 6, edfxtp_1 6, nor2_1 18, o21ai_0 8, ha_1 13
inv_1 12, buf_2 4, clkbuf_1 3, a21o_1 4
[worst paths after layout]
path              startpoint      endpoint  slack, ps  cells after the start
setup reg to reg  seconds[5]    minutes[0]       1220                      3
setup / recovery  minutes[4]  min_units[3]        -60                     12
hold / removal    seconds[0]    seconds[0]        490                      1
hold reg to reg   seconds[0]    seconds[0]        490                      1
[layout make-up]
cell class              count  area, um2
clock buffers               3       41.3
clock inverters             1       3.75
fillers                   389       2180
inverters                  14       57.6
multi-input cells         141       1190
flip-flops and latches     12        302
well taps                  52       65.1
repair buffers             63        514
[cells in the final DEF, fill, tap and decap left out, types with 3 or more instances in the layout]
master	instances
a21o_1	4
a21oi_1	5
a21oi_2	4
buf_2	4
buf_4	41
buf_6	8
clkbuf_8	3
clkdlybuf4s50_1	6
dfxtp_1	5
edfxtp_1	6
ha_1	8
ha_4	3
inv_1	8
inv_2	4
nand2_1	12
nand3_1	6
nand4_1	3
nor2_1	16
nor2_2	3
nor2b_1	4
nor3_1	4
o211ai_1	3
o21ai_0	8
xnor2_1	6
[metal layers]
layer  routed length [um]  part of all wire  up-vias
met4                    5            0.0014        0
met1                 1860              0.53      664
met2                 1490              0.42       18
met5                    0                 0        -
met3                  164             0.047        2
li1                     -                 -      742
No activity file was given, so power comes from the tool's default toggle rates.
